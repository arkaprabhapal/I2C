## design/flow/design.v

```verilog
`timescale 1ns / 1ps
module eeprom_top
  (
 input clk,
 input rst,
 input newd,
 input ack,
 input wr,   
 output scl,
 inout sda,
 input [7:0] wdata,
 input [6:0] addr,  
 output reg [7:0] rdata,
 output reg done
  );
 reg sda_en = 0;
 reg sclt, sdat, donet; 
 reg [7:0] rdatat; 
 reg [7:0] addrt;
parameter idle = 0, check_wr = 1, wstart = 2, wsend_addr = 3, waddr_ack = 4, 
                wsend_data = 5, wdata_ack = 6, wstop = 7, rsend_addr = 8, 
                raddr_ack = 9, rsend_data = 10,
                rdata_ack = 11, rstop = 12 ;
  reg [3:0] state;
  reg sclk_ref = 0;
  integer count = 0;
  integer i = 0;
  always@(posedge clk)
    begin
      if(count <= 9) 
        begin
           count <= count + 1;     
        end
      else
         begin
           count     <= 0; 
           sclk_ref  <= ~sclk_ref;
         end	      
    end
  always@(posedge sclk_ref, posedge rst)
    begin 
      if(rst == 1'b1)
         begin
           sclt  <= 1'b0;
           sdat  <= 1'b0;
           donet <= 1'b0;
         end
       else begin
         case(state)
           idle : 
           begin
              sdat <= 1'b0;
              done <= 1'b0;
              sda_en  <= 1'b1;
              sclt <= 1'b1;
             if(newd == 1'b1) 
                state  <= wstart;
             else 
                 state <= idle;         
           end
            wstart: 
            begin
              sdat  <= 1'b0;
              sclt  <= 1'b1;
              state <= check_wr;
              addrt <= {addr,wr};
            end
            check_wr: begin
              if(wr == 1'b1) 
                 begin
                 state <= wsend_addr;
                 sdat <= addrt[0];
                 i <= 1;
                 end
               else 
                 begin
                 state <= rsend_addr;
                 sdat <= addrt[0];
                 i <= 1;
                 end
            end
            wsend_addr : begin                
                      if(i <= 7) begin
                      sdat  <= addrt[i];
                      i <= i + 1;
                      end
                      else
                        begin
                          i <= 0;
                          state <= waddr_ack; 
                        end   
                    end
           waddr_ack : begin
             if(ack == 1'b1) begin
               state <= wsend_data;
               sdat  <= wdata[0];
               i <= i + 1;
               end
             else
               state <= waddr_ack;
           end
         wsend_data : begin
           if(i <= 7) begin
              i     <= i + 1;
              sdat  <= wdata[i]; 
           end
           else begin
              i     <= 0;
              state <= wdata_ack;
           end
         end
          wdata_ack : begin
             if(ack == 1'b1) begin
               state <= wstop;
               sdat <= 1'b0;
               sclt <= 1'b1;
               end
             else begin
               state <= wdata_ack;
             end 
            end
         wstop: begin
              sdat  <=  1'b1;
              state <=  idle;
              done  <=  1'b1;  
         end
          rsend_addr : begin
                     if(i <= 7) begin
                      sdat  <= addrt[i];
                      i <= i + 1;
                      end
                      else
                        begin
                          i <= 0;
                          state <= raddr_ack; 
                        end   
                    end
           raddr_ack : begin
             if(ack == 1'b1) begin
               state  <= rsend_data;
               sda_en <= 1'b0;
             end
             else
               state <= raddr_ack;
           end
         rsend_data : begin
                   if(i <= 7) begin
                         i <= i + 1;
                         state <= rsend_data;
                         rdata[i] <= sda;
                      end
                      else
                        begin
                          i <= 0;
                          state <= rstop;
                          sclt <= 1'b1;
                          sdat <= 1'b0;  
                        end         
         end
         rstop: begin
              sdat  <=  1'b1;
              state <=  idle;
              done  <=  1'b1;  
              end
         default : state <= idle;
          	 endcase
          end
  end
 assign scl = (( state == wstart) || ( state == wstop) || ( state == rstop)) ? sclt : sclk_ref;
 assign sda = (sda_en == 1'b1) ? sdat : 1'bz;
endmodule
```

## design/flow/run.sh

```bash
#!/bin/bash
# OpenROAD 26Q1-2900-gdf79404cd8, Yosys 0.63+post, stock flow scripts
make -C /OpenROAD-flow-scripts/flow DESIGN_CONFIG=/design/flow/config.mk WORK_HOME=/design/flow/orfs finish
```

## design/flow/config.mk

```make
export PLATFORM = sky130hd
export DESIGN_NAME = eeprom_top
export DESIGN_NICKNAME = eeprom_top
export VERILOG_FILES = /design/flow/design.v
export SDC_FILE = /design/flow/constraint.sdc
export NUM_CORES = 4
export LEC_CHECK = 1
export CORE_UTILIZATION = 30
```

## design/flow/constraint.sdc

```tcl
current_design eeprom_top

set clk_period 3.8
set clk_io_pct 0.2

create_clock -name clk0 -period $clk_period [get_ports {clk}]

set non_clock_inputs [all_inputs -no_clocks]
set_input_delay [expr $clk_period * $clk_io_pct] -clock clk0 $non_clock_inputs
set_output_delay [expr $clk_period * $clk_io_pct] -clock clk0 [all_outputs]
```

==> flow_summary.yaml <==
# implementation run metrics
outcome:
  toolErrorMsg: "[error] [KeplerFormal.cpp:679] Workflow failed: Iso has multiple drivers: .sda0, sda$_DFFE_PP0P_.Q0"
  run_status: "aborted with a tool error"
  stop_stage: "clock tree synthesis (4_1_cts)"
clock_tree:
  numCtsBuffers: 5
  ctsRootBufferMaster: "clkbuf_16"
  clk_path_buf_depth: 2
  cts_repair_resize_count: 0
  cts_setup_buffers: 0
  htreeDepth: 2
  cts_hold_buffers: 0
floorplan:
  chipWidth_um: 143.3
  num_io_pins: 31
  floorplan.core_util_pct: 30.65
  rows: 51
  die_y_um: 143.3
synthesis:
  top_logic_kind: "simple AND/OR/NAND/NOR gates"
  adder_share_pct: 1.045
  post_synth.cell_area_avg_sq_um: 9.139
  postSynth.asyncResetShare_pct: 2.083
  synth_compound_gate_area_share_pct: 11.89
  ys_seq_share_pct: 40.80
  yosys_cells: 655
  ys_ff: 96
  mux_share_pct: 4.578
  synth_chip_area_sq_um: 5986
  mappedNetlistArea_sq_um: 5986
  synth.cellmix.simpleShare_pct: 28.18
  postSynthCellCount: 655
  synthXorXnorAreaFrac_pct: 9.365
  synth.yosys.warnings: 2
  dominantRegCellSynth: "edfxtp_1"
  synthDistinctLibCells: 77
  synth-edff-count: 51
placed_design:
  routabilityCongestion: 0.8179
  io_buffer_count: 29
  placed_cell_area_sq_um: 6485
  final_hpwl_from_detailed_placement_um: 9355
final_timing:
  unclocked_regs: 63
  unconstrained_endpoints: 123
cells in the mapped netlist (8+ instances only):
| cell | instances | area [sq um] |
|---|---|---|
| nor2_1 | 105 | 394.1 |
| edfxtp_1 | 51 | 1531 |
| nand2_1 | 46 | 172.7 |
| dfxtp_1 | 43 | 860.8 |
| xor2_1 | 38 | 332.8 |
| nand3_1 | 32 | 160.2 |
| nand4_1 | 28 | 175.2 |
| clkbuf_1 | 27 | 101.4 |
| xnor2_1 | 26 | 227.7 |
| nor3_1 | 23 | 115.1 |
| nor4_1 | 16 | 100.1 |
| inv_1 | 14 | 52.55 |
| or3_1 | 14 | 87.58 |
| a21oi_1 | 13 | 65.06 |
| o21ai_0 | 10 | 50.05 |
| nor2b_1 | 9 | 56.30 |
| buf_2 | 8 | 40.04 |
| mux2_1 | 8 | 90.09 |
stage by stage:
stage	cells	util (%)	hold WS (ns)	worst slack (ns)	total power [mW]
after floorplan	655	-	0.4239	1.594	0.3744
after global placement	912	33.21	0.4601	1.248	0.3992
after detailed placement	912	33.21	0.4631	1.259	0.3994
logic make-up after synthesis:
| group | count (synthesis) |
|---|---|
| adder cells (fa/ha/maj) | 5 |
| flip-flops | 96 |
| AND-OR/OR-AND | 91 |
| multiplexers | 20 |
| buffers and inverters | 58 |
| AND/OR/NAND/NOR | 321 |
| XOR/XNOR | 64 |
Power is estimated from default activity; no workload was simulated.
